## flow/config.mk

```make
export PLATFORM = sky130hd
export DESIGN_NAME = master_sram_iic
export DESIGN_NICKNAME = master_sram_iic
export VERILOG_FILES = /design/flow/design.v
export SDC_FILE = /design/flow/constraint.sdc
export NUM_CORES = 4
export LEC_CHECK = 1
export CORE_UTILIZATION = 40
```

## flow/constraint.sdc

```tcl
current_design master_sram_iic

set clk_period 3.6
set clk_io_pct 0.2

create_clock -name clk0 -period $clk_period [get_ports {I_CLK}]

set non_clock_inputs [all_inputs -no_clocks]
set_input_delay [expr $clk_period * $clk_io_pct] -clock clk0 $non_clock_inputs
set_output_delay [expr $clk_period * $clk_io_pct] -clock clk0 [all_outputs]
```

## flow/design.v

```verilog
parameter MIIM_CLK_DIVIDER = 20;
`timescale 1ns/1ps
module master_sram_iic (
     I_CLK,   
	 I_RESETN,
	 start,
	 I_TX_EN, 
	 I_WADDR, 
	 I_WDATA, 
	 I_RX_EN,
	 I_RADDR, 
	 O_RDATA,	 
     cstate_flag,
     error_flag
);
 input                        I_CLK;
 input                        I_RESETN;
 input                        start; 
 output                       I_TX_EN;
 output [2:0]                 I_WADDR;
 output [8-1:0]  I_WDATA;   
 output                       I_RX_EN;  
 output [2:0]                 I_RADDR;
 input  [8-1:0]  O_RDATA;
 output                       error_flag;
 output                       cstate_flag; 
 reg                          I_TX_EN;
 reg [2:0]                    I_WADDR;
 reg [8-1:0]     I_WDATA;
 reg                          I_RX_EN;
 reg [2:0]                    I_RADDR;  
 parameter 	PRERLO      = 3'b000;  
 parameter 	PRERHI      = 3'b001;  
 parameter 	CTR         = 3'b010;  
 parameter 	TXR         = 3'b011;  
 parameter 	RXR         = 3'b011;  
 parameter 	CR          = 3'b100;  
 parameter 	SR          = 3'b100;  
 parameter  TX_DATA1     = 8'b10100101;   
 parameter  TX_DATA2     = 8'b01000101;   
 parameter  TX_DATA3     = 8'b11101010;   
 parameter	CLK_Div_L	= 8'h63;   
 parameter	CLK_Div_H	= 8'h00;   
 parameter	EN_IP		= 8'h80; 
 parameter 	STA_WR_CR	= 8'h90;	 
 parameter 	WR_CR		= 8'h10;  
 parameter	STP_WR_CR	= 8'h50;  
 parameter	STP_CR		= 8'h40;  
 parameter 	STA_RD_CR	= 8'hA0; 
 parameter 	RD_CR		= 8'h20; 
 parameter 	RD_NACKCR	= 8'h28; 
 parameter 	STP_NCR	    = 8'h40; 
 parameter 	STP_RD_NCR	= 8'h68; 
 parameter 	RD      	= 1'b1;  
 parameter 	WR     		= 1'b0;  
 parameter 	DEV_ADDR	= 7'b1010_000;  
 reg[5:0]	wr_index ;
 reg[1:0]	wr_reg;
 reg[1:0]	rd_reg0;
 reg[1:0]	wr_rd_stop;
 reg[2:0]	reg_addr;
 reg[7:0]	reg_data;
 reg[7:0]	sr_data0;
 reg        error_reg = 0 ;
 reg        cstate_flag_reg = 0 ;
 reg        start_dl;
always @(*)
begin
	if(~I_RESETN)
	begin
		reg_addr <=0;
		reg_data <=0;
	end
	else
	begin
	case(wr_index)
	0:
	begin
		reg_addr <= PRERLO;
		reg_data <= CLK_Div_L;   
	end
	1:
	begin
		reg_addr <= PRERHI;
		reg_data <= CLK_Div_H;   
	end
	2:
	begin
		reg_addr <= CTR;      
		reg_data <= EN_IP;
	end
	3:
	begin
		reg_addr <= TXR;   
		reg_data <= {DEV_ADDR,WR};
	end
	4:
	begin
		reg_addr <= CR;   
		reg_data <= STA_WR_CR; 
	end
	5:
	begin
		reg_addr <= SR;  
	end
	6:
	begin
		reg_addr <= TXR;   
		reg_data <= 8'h00;  
	end
	7:
	begin
		reg_addr <= CR;   
		reg_data <= WR_CR;
	end
	8:
	begin
		reg_addr <= SR;   
	end
	9:
	begin
		reg_addr <= TXR;   
		reg_data <= 8'h01;  
	end
	10:
	begin
		reg_addr <= CR;   
		reg_data <= WR_CR;
	end
	11:
	begin
		reg_addr <= SR;   
	end
	12:
	begin
		reg_addr <= TXR;  
          reg_data <= TX_DATA1;   
	end
	13:
	begin
		reg_addr <= CR;   
		reg_data <= WR_CR;
    end
	14:
	begin
		reg_addr <= SR;   
	end
	15:
	begin
		reg_addr <= TXR;  
          reg_data <= TX_DATA2;
	end
	16:
	begin
		reg_addr <= CR;   
		reg_data <= WR_CR;
	end
	17:
	begin
		reg_addr <= SR;   
	end
	18:
	begin
		reg_addr <= TXR;  
          reg_data <= TX_DATA3;
	end                             
	19:
	begin
		reg_addr <= CR;   
		reg_data <= WR_CR;
	end
	20:
	begin
		reg_addr <= SR;   
	end
	21:
	begin
		reg_addr <= TXR;   
		reg_data <= {DEV_ADDR,WR};
	end
	22:
	begin
		reg_addr <= CR;  
		reg_data <= STA_WR_CR;
	end
	23:
	begin
		reg_addr <= SR;   
	end
	25:
	begin
		reg_addr <= TXR;  
		reg_data <= 8'h00;  
	end
	26:
	begin
		reg_addr <= CR;   
		reg_data <= WR_CR;
	end
	27:
	begin
		reg_addr <= SR;   
	end
	28:
	begin
		reg_addr <= TXR;  
		reg_data <= 8'h01;  
	end
	29:
	begin
		reg_addr <= CR;   
		reg_data <= WR_CR;
	end
	30:
	begin
		reg_addr <= SR;   
	end
	31:
	begin
		reg_addr <= TXR;   
		reg_data <= {DEV_ADDR,RD};
	end
	32:
	begin
		reg_addr <= CR;  
		reg_data <= STA_WR_CR;
	end
	33:
	begin
		reg_addr <= SR;  
	end
	34:
	begin
		reg_addr <= CR;  
		reg_data <= RD_CR;
	end
	35:
	begin
		reg_addr <= SR;  
	end
	36:
	begin
		reg_addr <= RXR; 
	end
	37:
	begin
		reg_addr <= CR;  
		reg_data <= STP_RD_NCR;
	end
	38:
	begin
		reg_addr <= SR;  
	end	
	default:
	begin
		reg_addr <=0;
		reg_data <=0;
	end
	endcase
	end
end
always @(negedge I_RESETN or posedge I_CLK)
    if(~I_RESETN)
       start_dl <= 1'b0;	 
    else
       start_dl <= start;		
always @(negedge I_RESETN or posedge I_CLK) 
begin
	if(~I_RESETN)
	begin
	    I_TX_EN <= 1'b0; 
	    I_WADDR <= {3{1'b0}}; 
	    I_WDATA <= {8{1'b0}}; 
	    I_RX_EN <= 1'b0;
	    I_RADDR <= {3{1'b0}};
		wr_index <= 0;
		wr_reg <= 0;
		rd_reg0 <=0;
		sr_data0 <=0;
		wr_rd_stop <=0;
        error_reg<=0;
        cstate_flag_reg <= 1'b0;		
	end
	else 
	begin
	    if(wr_index==0)
		begin
		    case(wr_reg)
		    0:
		      begin
		         if((start_dl == 1'b0) && (start == 1'b1)) begin
	              I_TX_EN <= 1'b1; 
	              I_WADDR <= reg_addr; 
	              I_WDATA <= reg_data; 
		      	  wr_reg <= 1;
		         end
		         else begin
	              I_TX_EN <= 1'b0; 
	              I_WADDR <= {3{1'b0}}; 
	              I_WDATA <= {8{1'b0}}; 
		      	  wr_reg <= 0;
                 end			
		      end
		    1:
		      begin
		      	  I_TX_EN <= 1'b0;
		      	  I_WADDR <= 1'b0;
		      	  I_WDATA <= 0;
		      	  wr_reg <= 2; 
		      end
		    2:
		      begin
		      	  wr_index <= wr_index + 1;
		      	  wr_reg <= 0;
		      end
			default:
			  begin
		      	  I_TX_EN <= 1'b0;
		      	  I_WADDR <= 1'b0;
		      	  I_WDATA <= 0;
		      	  wr_index <= 0;
		      	  wr_reg <= 0;
              end				
		    endcase	
		end
		else if((wr_index < 5) || ((wr_index >5) &&(wr_index < 8)) || ((wr_index >8) &&(wr_index < 11)) || 
		       ((wr_index >11) &&(wr_index < 14)) || ((wr_index >14) &&(wr_index < 17))||((wr_index >17) &&(wr_index < 20)) ||
               ((wr_index >20) &&(wr_index < 23)) || ((wr_index >24) &&(wr_index < 27)) || ((wr_index >27) &&(wr_index < 30)) ||
               ((wr_index >30) &&(wr_index < 33)) || (wr_index==28)||(wr_index==31))
		begin
		    case(wr_reg)
		    0:
		      begin
	              I_TX_EN <= 1'b1; 
	              I_WADDR <= reg_addr; 
	              I_WDATA <= reg_data; 
		      	  wr_reg <= 1;
		      end
		    1:
		      begin
		      	  I_TX_EN <= 1'b0;
		      	  I_WADDR <= 1'b0;
		      	  I_WDATA <= 0;
		      	  wr_reg <= 2; 
		      end
		    2:
		      begin
		      	  wr_index <= wr_index + 1;
		      	  wr_reg <= 0;
		      end
			default:
			  begin
		      	  I_TX_EN <= 1'b0;
		      	  I_WADDR <= 1'b0;
		      	  I_WDATA <= 0;
		      	  wr_index <= 0;
		      	  wr_reg <= 0;
              end			
		    endcase
		end
		else if((wr_index==5)||(wr_index==8)||(wr_index==11)||(wr_index==14)|| (wr_index==17)|| (wr_index==20)||
			   (wr_index==27)||(wr_index==30)||(wr_index==33)||(wr_index==35)|| (wr_index==38))
		begin
			case(rd_reg0)
			0:
			  begin
	              I_RX_EN <= 1'b1;
	              I_RADDR <= reg_addr;
			  	  rd_reg0 <= 1;
			  end
			1:
			  begin
	              I_RX_EN <= 1'b0;
			  	  rd_reg0 <= 2; 
			  end
			2:
			  begin
			  	  sr_data0 <= O_RDATA;
			  	  rd_reg0 <= 3;					
			  end	
			3:
			  begin
			  	  if(~sr_data0[1])
			  	  begin
			  	  	  wr_index <= wr_index + 1;
			  	  	  rd_reg0 <= 0;
			  	  end
			  	  else
			  	  	  rd_reg0 <= 0;
			  end		
			endcase
		end
		else if(wr_index==23)
		begin
			case(rd_reg0)
			0:
			  begin
	              I_RX_EN <= 1'b1;
	              I_RADDR <= reg_addr;
			  	  rd_reg0 <= 1;
			  end
			1:
			  begin
	              I_RX_EN <= 1'b0;
			  	  rd_reg0 <= 2; 
			  end
			2:
			  begin
			  	  sr_data0 <= O_RDATA;
			  	  rd_reg0 <= 3;					
			  end	
			3:
			  begin
			  	  if(~sr_data0[1])
			  	  begin
			  	  	  wr_index <= 19;
			  	  	  rd_reg0 <= 0;
			  	  end
			  	  else
			  	  	  rd_reg0 <= 0;
			  end		
			endcase
		end		
		else if(wr_index==36)
		begin
			case(wr_rd_stop)
			0:
			  begin
	              I_RX_EN <= 1'b1;
	              I_RADDR <= reg_addr;
			  	  wr_rd_stop <= 1;
			  end
			1:
			  begin
	              I_RX_EN <= 1'b0;
			  	  wr_rd_stop <= 2; 
			  end
			2:
			  begin
                  cstate_flag_reg <= 1'b1;
			  	  wr_rd_stop <= 3;	
                  if(O_RDATA != TX_DATA1 )
                     if(O_RDATA != TX_DATA2 )
                       if(O_RDATA != TX_DATA3 )
                          error_reg<=1; 
			  end	
			3:
			  begin
			  	  wr_index <= wr_index + 1;
			  	  wr_rd_stop <= 0;
			  end		
			endcase
		end	
		else if(wr_index==33)
		begin
                wr_index <= 0;		
		end		
	end
end
assign error_flag=error_reg;
assign cstate_flag = cstate_flag_reg;
endmodule					
```

## flow/run.sh

```bash
#!/bin/bash
# OpenROAD 26Q1-2900-gdf79404cd8, Yosys 0.63+post, stock flow scripts
make -C /OpenROAD-flow-scripts/flow DESIGN_CONFIG=/design/flow/config.mk WORK_HOME=/design/flow/orfs finish
```

==> impl_metrics.py <==
# Metrics from the implementation run
metrics = {
    "setup_path": {
        "critical_path_class": "reg -> reg",
        "crit_path_max_incr_delay_ps": 520,
        "worstSetupStartpointType": "flop",
        "path_max_fanout": 11,
        "cpMaxStageDelayCell": "dfrtp_1",
        "crit_required_ps": 3780,
        "path_cells": "inv_1 > ha_1 > and3b_1 > a211o_1 > a311oi_4 > nand2_2 > a32oi_4 > mux2_4",
        "endpoint_kind": "flop",
        "crit_arrival_ps": 3250,
    },
    "final_timing": {
        "relSlewSlack": 0.537,
        "worst_hold_slack_ps": 392,
        "rsz0062_at_grt": "no",
        "fmax_mhz": 326,
        "final.setup.tns_ps": 0,
        "fin_crit_sh": 0.852,
        "tightest_slew_ps": 692,
        "slew_violations": 0,
        "hold_viol_final": 0,
        "untimed_endpoints": 8,
        "min_period_ps": 3070,
        "finalSetupViolCount": 0,
        "unclocked_pins": 8,
        "finalClockSkew_ps": 7.94,
    },
    "yosys": {
        "synthTopCellsByArea": "dfrtp_1 31%, o21ai_0 4.7%, dlxtn_1 4.3%",
        "yosysTopAreaCell": "dfrtp_1",
        "synth-compound-area-share": 0.245,
        "flop_cell": "dfrtp_1",
        "synth.distinct_cells": 70,
        "synth_cells": 310,
        "synthTopCellsByCount": "34 x dfrtp_1, 31 x nand2_1, 26 x o21ai_0",
        "ys_chip_area_mm2": 0.00277,
        "synth.cellmix.adderShare": 0.0226,
        "synthMuxAreaShare": 0.0727,
        "ys_warn_count": 1,
        "postSynthAreaPerCell_um2": 8.94,
        "most_common_cell": "dfrtp_1",
        "synth_top_area_share": 0.307,
        "syn-cell-area_mm2": 0.00277,
        "ys_seq_elements": 45,
        "xor_share": 0.00948,
        "async_reset_ff_frac": 0.822,
        "yosys_cells": 310,
        "ys_top_logic_family": "AND-OR/OR-AND gates",
        "ys_sh_simple": 0.219,
        "edf_count": 0,
    },
    "floorplanning": {
        "die_h_um": 85.2,
        "coreArea_mm2": 0.00653,
        "fp_util": 0.424,
        "dieArea_mm2": 0.00727,
        "die_width_um": 85.2,
        "pin_count": 29,
        "num_rows": 29,
    },
    "global_routing": {
        "grt_antenna_before_repair": 0,
        "grt_usage": 0.198,
        "grt_pass1_wl_um": 11300,
        "grt_overflow": 0,
        "first_global_vias": 2239,
        "grt_max_degree": 23,
    },
    "status": {
        "outcome": "finished clean",
    },
    "pwr": {
        "ir_drop_v": 0.000180,
        "total_power_uw": 1120,
        "powerDensity_mw_per_mm2": 349,
        "power.leakage_uw": 0.00135,
    },
    "detailed_routing": {
        "routed-via-count": 2321,
        "drc": 0,
        "drtAntennaViolNets": 0,
        "drt-initial-drc-count": 121,
        "wl_per_cell_um": 16.2,
        "via_per_inst": 5.70,
        "wl_um": 6600,
        "drt-pass1-iter-count": 4,
        "antennaDiodeCount": 0,
    },
    "clock_network": {
        "cts_buffers": 5,
        "clk_path_buf_depth": 2,
        "htreeDepth": 2,
        "cts_resized": 0,
        "clock_latency_ps": 290,
        "path_clk_slew_ps": 80,
        "cts_hold_buf": 0,
        "cts-root-buf": "clkbuf_8",
        "cts_setup_buffers": 0,
        "cts_tree": "done",
    },
    "placed_design": {
        "port-buffer-count": 28,
        "routabilityCongestion": 0.914,
        "placed_cell_area_mm2": 0.00308,
        "hpwlAfterDp_um": 4750,
    },
    "final_layout": {
        "area_growth_pct": 16.3,
        "n_fill_cell": 610,
        "reg.largest.list": "I_WDATA (8), reg_data (8), wr_index (6)",
        "postLayoutCellArea_mm2": 0.00322,
        "drive_gt1_frac": 0.127,
    },
    "min_path": {
        "hold_class": "in -> async",
    },
    "flow_run": {
        "warnings": 29,
        "max-cap-violations": 0,
    },
}
final timing paths:
path	start	endpoint	slack (ps)	depth (start not counted)
max in group asynchronous	I_RESETN	wr_reg[0]	2490	2
hold / removal	I_RESETN	wr_index[5]	390	1
setup / recovery	wr_index[1]	I_RADDR[1]	530	8
hold reg to reg	cstate_flag_reg	cstate_flag_reg	470	1
setup reg to reg	wr_index[1]	I_RADDR[1]	530	8
min in group clk0	cstate_flag_reg	cstate_flag_reg	470	1
cell usage in the layout, fill, tap and decap left out, types with 3 or more instances in the layout:
| master | count |
|---|---|
| nand2_1 | 31 |
| mux2_2 | 9 |
| nor4bb_1 | 3 |
| xnor2_1 | 3 |
| a22o_1 | 3 |
| nand3b_1 | 3 |
| buf_4 | 7 |
| nor2_1 | 24 |
| dfrtp_1 | 34 |
| and3_1 | 3 |
| nand2b_1 | 11 |
| o21ai_0 | 26 |
| nor3_1 | 6 |
| nor2b_1 | 3 |
| clkdlybuf4s50_1 | 27 |
| dfstp_2 | 3 |
| and2_1 | 4 |
| inv_1 | 8 |
| ha_1 | 5 |
| o31ai_1 | 5 |
| a21oi_1 | 14 |
| a31oi_1 | 6 |
| clkbuf_8 | 5 |
| o221ai_1 | 4 |
| mux2i_1 | 7 |
| or2_2 | 4 |
| dlxtn_1 | 8 |
| nand3_1 | 8 |
where the power goes:
group	leakage, uW	switching, uW	internal, uW
clock network	0.0000687	162	279
logic	0.000719	127	85.8
registers	0.000558	29.2	441
total	0.00135	318	806
through the flow:
| step | util | instances | setup slack (ps) |
|---|---|---|---|
| detailed placement | 0.472 | 399 | 560 |
| floorplan | - | 310 | 868 |
| CTS | 0.493 | 407 | 550 |
| global route | 0.493 | 407 | 268 |
| finish | 0.493 | 407 | 533 |
| global placement | 0.472 | 399 | 589 |
kinds of logic after synthesis:
kind of cell               Yosys count
AOI/OAI and AO/OA                   93
buffers and inverters               32
adders and majority gates            5
xor gates and xnor gates             3
and+or+nand+nor                    114
DFF                                 37
muxes                               18
latches                              8
worst max-delay path, delay by kind of cell (launching register included):
family | cells | cell delay, ps
flip-flops | 1 | 520
buffers and inverters | 1 | 130
adder cells (fa/ha/maj) | 1 | 350
AND-OR/OR-AND | 3 | 1160
AND/OR/NAND/NOR | 2 | 460
multiplexers | 1 | 330
final cells by class:
class / count / area, um2 / share of cell area
clock buffers: 5 / 68.8 / 0.0214
clock inverters: 3 / 68.8 / 0.0214
inverters: 9 / 33.8 / 0.0105
multi-input cells: 233 / 1580 / 0.489
flip-flops and latches: 45 / 1050 / 0.326
well taps: 77 / 96.3 / 0.0299
repair buffers: 35 / 328 / 0.102
per-layer routing:
| layer | share of wire | vias to the layer above | wire length (um) | GRT usage |
|---|---|---|---|---|
| li1 | - | 1167 | - | - |
| met1 | 0.52 | 1079 | 3420 | 0.331 |
| met2 | 0.43 | 67 | 2830 | 0.285 |
| met3 | 0.039 | 8 | 260 | 0.0247 |
| met4 | 0.013 | 0 | 87 | 0.0339 |
| met5 | 0 | - | 0 | 0 |
Power and IR drop assume default switching activity.
