[design.v]
parameter MIIM_CLK_DIVIDER = 20;
`timescale 1ns/1ns
module eth_send(
	rst_n,
	tx_go,
	data_length,
	des_mac,
	src_mac,
	type_length,
	CRC_Result,
	CRC_EN,
	send_done,
	fifo_rdreq,
	fifo_rddata,
	fifo_rdclk,
	mii_tx_clk,
	mii_tx_en,
	mii_tx_er,
	mii_tx_data
);
	input rst_n;  
	input tx_go;  
	input [47:0]des_mac;  
	input [47:0]src_mac;  
	input [15:0]type_length;	 
	input [31:0]CRC_Result;	 
	output CRC_EN;
	output reg send_done;  
	input [11:0]data_length;	 
	output fifo_rdreq;	 
	input [3:0]fifo_rddata;	 
	output fifo_rdclk;	 
	input mii_tx_clk;  
	output reg mii_tx_en;	 
	output mii_tx_er;	 
	output reg [3:0]mii_tx_data;	 
	reg [5:0] cnt;		 
	reg en_tx;	 
	wire en_tx_data;	 
	reg [11:0]data_num;	 
	reg [47:0]r_des_mac;  
	reg [15:0]r_type_length;	 
	assign fifo_rdreq = en_tx_data;	 
	assign fifo_rdclk = mii_tx_clk;	 
	always@(posedge mii_tx_clk)
	if(tx_go)
		r_des_mac <= des_mac;
	else
		r_des_mac <= r_des_mac;
	always@(posedge mii_tx_clk)
	if(tx_go)
		r_type_length <= type_length;
	else
		r_type_length <= r_type_length;
	always@(posedge mii_tx_clk or negedge rst_n)
	if(!rst_n)
		en_tx <= #1  1'd0;
	else if(tx_go)
		en_tx <= #1  1'd1;
	else if(cnt >= 53) 
		en_tx <= #1  1'd0;
	always@(posedge mii_tx_clk or negedge rst_n)
	if(!rst_n)
		cnt <= #1  6'd0;
	else if(en_tx)begin
		if(!en_tx_data) 
			cnt <= #1  cnt + 6'd1;
		else	 
			cnt <= #1  cnt;
	end
	else
		cnt <= #1  6'd0;		
	assign en_tx_data = (cnt == 45) && (data_num > 1);
	always@(posedge mii_tx_clk or negedge rst_n)
	if(!rst_n)
		data_num <= #1  0;
	else if(tx_go)
		data_num <= #1  data_length;
	else if(en_tx_data)
		data_num <= #1  data_num - 1'b1;
	else
		data_num <= #1  data_num;
	assign CRC_EN = ((cnt > 17) && (cnt <= 46));
	always@(posedge mii_tx_clk or negedge rst_n)
	if(!rst_n)
		mii_tx_data <= #1  4'd0;
	else begin
		case(cnt)
			1, 2, 3, 4, 5, 6, 7, 8, 9, 10, 11, 12, 13, 14, 15:
				mii_tx_data <= #1  4'h5;	 
			16: mii_tx_data <= #1  4'hd;	 
			17: mii_tx_data <= #1  r_des_mac[43:40];
			18: mii_tx_data <= #1  r_des_mac[47:44];
			19: mii_tx_data <= #1  r_des_mac[35:32];
			20: mii_tx_data <= #1  r_des_mac[39:36];
			21: mii_tx_data <= #1  r_des_mac[27:24];
			22: mii_tx_data <= #1  r_des_mac[31:28];
			23: mii_tx_data <= #1  r_des_mac[19:16];
			24: mii_tx_data <= #1  r_des_mac[23:20];
			25: mii_tx_data <= #1  r_des_mac[11:8];
			26: mii_tx_data <= #1  r_des_mac[15:12];
			27: mii_tx_data <= #1  r_des_mac[3:0];
			28: mii_tx_data <= #1  r_des_mac[7:4];
			29: mii_tx_data <= #1  src_mac[43:40];
			30: mii_tx_data <= #1  src_mac[47:44];
			31: mii_tx_data <= #1  src_mac[35:32];
			32: mii_tx_data <= #1  src_mac[39:36];
			33: mii_tx_data <= #1  src_mac[27:24];
			34: mii_tx_data <= #1  src_mac[31:28];
			35: mii_tx_data <= #1  src_mac[19:16];
			36: mii_tx_data <= #1  src_mac[23:20];
			37: mii_tx_data <= #1  src_mac[11:8];
			38: mii_tx_data <= #1  src_mac[15:12];
			39: mii_tx_data <= #1  src_mac[3:0];
			40: mii_tx_data <= #1  src_mac[7:4];
			41: mii_tx_data <= #1  r_type_length[11:8];
			42: mii_tx_data <= #1  r_type_length[15:12];
			43: mii_tx_data <= #1  r_type_length[3:0];
			44: mii_tx_data <= #1  r_type_length[7:4];
			45: mii_tx_data <= #1  fifo_rddata;
			46: mii_tx_data <= #1  CRC_Result[31:28];
			47: mii_tx_data <= #1  CRC_Result[27:24];
			48: mii_tx_data <= #1  CRC_Result[23:20];
			49: mii_tx_data <= #1  CRC_Result[19:16];
			50: mii_tx_data <= #1  CRC_Result[15:12];
			51: mii_tx_data <= #1  CRC_Result[11:8];
			52: mii_tx_data <= #1  CRC_Result[7:4];
			53: mii_tx_data <= #1  CRC_Result[3:0];
			54: mii_tx_data <= #1  4'd0;
			default: mii_tx_data <= #1  4'd0;
		endcase
	end
	always@(posedge mii_tx_clk or negedge rst_n)
	if(!rst_n)
		mii_tx_en <= #1  1'b0;
	else if((cnt >= 1) && (cnt <= 53))
		mii_tx_en <= #1  1'b1;
	else
		mii_tx_en <= #1  1'b0;
	always@(posedge mii_tx_clk or negedge rst_n)
	if(!rst_n)
		send_done <= #1  1'b0;
	else if(cnt >= 53)
		send_done <= #1  1'b1;
	else
		send_done <= #1  1'b0;
endmodule
[constraint.sdc]
current_design eth_send

set clk_period 5.3
set clk_io_pct 0.2

create_clock -name clk0 -period $clk_period [get_ports {mii_tx_clk}]

set non_clock_inputs [all_inputs -no_clocks]
set_input_delay [expr $clk_period * $clk_io_pct] -clock clk0 $non_clock_inputs
set_output_delay [expr $clk_period * $clk_io_pct] -clock clk0 [all_outputs]
[run.sh]
#!/bin/bash
# OpenROAD 26Q1-2900-gdf79404cd8, Yosys 0.63+post, stock flow scripts
make -C /OpenROAD-flow-scripts/flow DESIGN_CONFIG=/design/flow/config.mk WORK_HOME=/design/flow/orfs finish
[config.mk]
export PLATFORM = sky130hd
export DESIGN_NAME = eth_send
export DESIGN_NICKNAME = eth_send
export VERILOG_FILES = /design/flow/design.v
export SDC_FILE = /design/flow/constraint.sdc
export NUM_CORES = 4
export LEC_CHECK = 1
export CORE_UTILIZATION = 40
==> Implementation_results.wiki <==
=== Synthesis and place and route ===
{| class="wikitable"
! Metric !! Value
|-
| Kind of end point of the critical path || output pin
|-
| Path type of the worst setup path || register to output pin
|-
| Worst setup skew after layout || 0.00800 ns
|-
| Buffers inserted by post-CTS timing repair || 0
|-
| Worst Max-Slew Pin Slew || 0.968 ns
|-
| Floorplan core area || 12000 um2
|-
| Worst slack at placement || 1.22 ns
|-
| Number of filler cells placed in the layout || 1014
|-
| Post-synth ARST share || 28.1%
|-
| Global-route wire length before repair || 24500 um
|-
| DIE WIDTH || 113 um
|-
| Synth Warn # || 2
|-
| Main flop type after synthesis || sky130_fd_sc_hd__edfxtp_1
|-
| Multiplexer share of the synthesized area || 4.02%
|-
| WHS Path Cells || 2
|-
| R2R Setup Slk || 2.35 ns
|-
| Fraction of the yosys area taken by sequential cells || 52.1%
|-
| Placed cell area || 6610 um2
|-
| Footprint of the multi-input gates || 2080 um2
|-
| Minimum clock period after layout || 4.37 ns
|-
| Clock edge transition at the registers on the reported setup and hold paths || 0.07 ns
|-
| Final tally of setup violations || 0
|-
| HPWL reported at the end of detailed placement || 11700 um
|-
| Synthesis area per yosys || 4890 um2
|-
| Antenna diode instance count || 0
|-
| Topmost layer with routed signal wires || met4
|-
| Hold path startpoint || r_des_mac[6]
|-
| AO/OA Area Share || 16.3%
|-
| DRC marker count from the first detailed-route iteration || 291
|-
| Vias per Instance || 5.78
|-
| Dominant cells by area after synthesis || sky130_fd_sc_hd__edfxtp_1 (39%), sky130_fd_sc_hd__dfrtp_1 (13%), sky130_fd_sc_hd__nand3_1 (2.7%)
|-
| Cell taking the most area after synthesis || sky130_fd_sc_hd__edfxtp_1
|-
| Detailed-routing iteration count for the pre-antenna-repair pass || 5
|-
| Insertion delay at the late pin of the worst-skew pair || 0.46 ns
|-
| Yosys xor share || 1.79%
|-
| MaxCap Viol Count || 0
|-
| Total cells reported by yosys after synthesis || 440
|-
| Total Routing Usage GR || 27.5%
|-
| Maximum fanout encountered on the critical timing path || 17
|-
| Remaining Overflow, GRT || 0
|-
| RSZ-0062 raised after global routing || false
|-
| Cells on worst reg2reg path || 7
|-
| VDD IR-drop max || 0.207 mV
|-
| DR vias || 4314
|-
| Leakage power total || 0.00257 uW
|-
| Sequential standard cell area || 2550 um2
|-
| Result of the run || finished, final reports clean
|-
| Required time at the endpoint of the critical path || 4.24 ns
|-
| Number of placed instances with taps included || 727
|-
| Remaining max-slew budget at the tightest pin || 34.6%
|-
| Syn-to-layout area delta || 42.7%
|-
| Largest net degree at the start of global routing || 53
|-
| Number of cells produced by synthesis || 440
|-
| Logic family by area || simple AND/OR/NAND/NOR gates
|-
| Type of element launching the critical path || register
|-
| Initial Utilization || 40.9%
|-
| Largest type area fraction || 39.3%
|-
| Detailed-route wire length || 15900 um
|-
| Die y size || 113 um
|-
| CTS tree || yes
|-
| Final sum of negative setup slack || 0 ns
|-
| Hold crit path type || register to register
|-
| Remaining routing DRC violations || 0
|-
| Num rows || 40
|-
| Seq cells post-synth || 89
|-
| Layout Utilization || 58.4%
|-
| Global placement routability congestion || 0.959
|-
| Power per cell area || 264 nW/um2
|-
| Initial antenna violation count || 0
|-
| Max Clk Rate || 0.229 GHz
|-
| Flip-flops with a built-in enable || 64
|-
| Mean post-synth cell area || 11.1 um2
|-
| Simple-Gate Area Share || 18.6%
|-
| Setup WS post-layout || 0.926 ns
|-
| Final design instance area without fill || 6980 um2
|-
| M1 wire length || 6550 um
|-
| Arrival time of data at the critical path endpoint || 3.31 ns
|-
| Post-Synthesis Cell Area || 4890 um2
|-
| End of the worst register-to-register path || data_num[4]
|-
| Tool warning count || 31
|-
| R2R Path Start || cnt[1]
|-
| Endpoint with the worst hold slack || mii_tx_data[2]
|-
| Hold buffers post-CTS || 0
|-
| Die area || 12700 um2
|-
| Unique masters post-synth || 67
|-
| Final period util || 82.5%
|-
| Final number of hold-violating endpoints || 0
|-
| Count of placed standard cells in the final layout, fillers left out || 746
|-
| Share of layout cells above drive strength 1 || 7.18%
|-
| Max-slew violations || 0
|-
| Number of buffer cells added on primary ports || 171
|-
| Via count of the first global-routing pass || 4557
|-
| Final antenna-violating net count || 0
|-
| I/O pin count || 173
|-
| Met3 wire len || 1050 um
|-
| Post-CTS sizing || 0
|-
| Met2 layer wire length in the routed design || 7770 um
|-
| Fraction of the mapped netlist area in adder cells || 1.79%
|-
| Routed wirelength normalized by instance count || 21.3 um
|}
## worst max-delay path by stage
| stage | cells after the start | to | slack (ns) | from |
|---|---|---|---|---|
| final | 6 | fifo_rdreq | 0.93 | cnt[1] |
| after global routing | 6 | fifo_rdreq | 0.77 | cnt[1] |
| after CTS | 3 | fifo_rdclk | 0.94 | mii_tx_clk |
## routing by layer
metal / track usage [%] / up-vias
met5: 0 / -
met4: 7.56 / 0
met3: 7.76 / 33
met2: 43.1 / 184
met1: 39.3 / 2076
li1: - / 2021
## state kept, by name, summed over array words and instances (netlist names)
register	count
r_des_mac	48
mii_tx_en	1
r_type_length	16
mii_tx_data	4
cnt	6
data_num	12
send_done	1
en_tx	1
## Yosys cell counts, drive strengths merged, types with 9 or more instances
| cell | n |
|---|---|
| a21oi | 11 |
| a22o | 12 |
| a31oi | 10 |
| a32oi | 12 |
| and3 | 9 |
| buf | 26 |
| clkbuf | 12 |
| dfrtp | 25 |
| edfxtp | 64 |
| nand2 | 31 |
| nand3 | 27 |
| nand4 | 12 |
| nor2 | 18 |
| nor3 | 16 |
| o21ai | 23 |
## where the power goes
group	total, uW	switching [uW]	internal [uW]
Sequential	833	27.1	806
Combinational	230	82.3	148
Clock	781	300	481
Total	1840	409	1430
## area by class of cell
cell class                 count  area share [%]
inverter                       8           0.430
multi-input combinational    305            29.8
sequential                    89            36.5
clock inverter                 6            1.04
clock buffer                  14            4.50
timing repair buffer         177            25.1
tap                          147            2.63
## cells in the final DEF (no fill, tap or decap), types with 10 or more instances in the layout
| cell | count |
|---|---|
| sky130_fd_sc_hd__clkdlybuf4s50_1 | 170 |
| sky130_fd_sc_hd__nand2_1 | 31 |
| sky130_fd_sc_hd__a32oi_1 | 12 |
| sky130_fd_sc_hd__dfrtp_1 | 25 |
| sky130_fd_sc_hd__a22o_1 | 12 |
| sky130_fd_sc_hd__edfxtp_1 | 64 |
| sky130_fd_sc_hd__nor2_1 | 17 |
| sky130_fd_sc_hd__o21ai_0 | 20 |
| sky130_fd_sc_hd__nor3_1 | 16 |
| sky130_fd_sc_hd__a31oi_1 | 10 |
| sky130_fd_sc_hd__clkbuf_16 | 12 |
| sky130_fd_sc_hd__nand3_1 | 26 |
| sky130_fd_sc_hd__nand4_1 | 12 |
| sky130_fd_sc_hd__a21oi_1 | 11 |
## kinds of logic after synthesis
family	Yosys count
mux	17
flops	89
xor+xnor	10
other cells	1
fa+ha+maj	7
buf+inv	46
simple gates	161
compound gates	109
## metrics by stage
stage / hold slack, ns / power (uW)
floorplan: 0.494 / 917
global placement: 0.527 / 1090
detailed placement: 0.534 / 1090
CTS: 0.550 / 1860
global route: 0.578 / 1920
finish: 0.547 / 1840
## critical path, stage by stage, from the launching register on
cell and delay, ns:
sky130_fd_sc_hd__dfrtp_1 0.42, sky130_fd_sc_hd__inv_1 0.15, sky130_fd_sc_hd__ha_1 0.61, sky130_fd_sc_hd__and3b_1 0.66, sky130_fd_sc_hd__nand2_1 0.19, sky130_fd_sc_hd__nor2_4 0.28
sky130_fd_sc_hd__clkdlybuf4s50_1 0.53
No activity file was given, so power comes from the tool's default toggle rates.
